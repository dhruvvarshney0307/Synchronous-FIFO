`flow/run.sh`:
```
#!/bin/bash
# OpenROAD 26Q1-2900-gdf79404cd8, Yosys 0.63+post, stock flow scripts
make -C /OpenROAD-flow-scripts/flow DESIGN_CONFIG=/design/flow/config.mk WORK_HOME=/design/flow/orfs finish
```
`flow/constraint.sdc`:
```
current_design sync_fifo_32x8

set clk_period 6.2
set clk_io_pct 0.2

create_clock -name clk0 -period $clk_period [get_ports {clk}]

set non_clock_inputs [all_inputs -no_clocks]
set_input_delay [expr $clk_period * $clk_io_pct] -clock clk0 $non_clock_inputs
set_output_delay [expr $clk_period * $clk_io_pct] -clock clk0 [all_outputs]
```
`flow/config.mk`:
```
export PLATFORM = sky130hd
export DESIGN_NAME = sync_fifo_32x8
export DESIGN_NICKNAME = sync_fifo_32x8
export VERILOG_FILES = /design/flow/design.v
export SDC_FILE = /design/flow/constraint.sdc
export NUM_CORES = 4
export LEC_CHECK = 1
export CORE_UTILIZATION = 30
```
`flow/design.v`:
```
module sync_fifo_32x8 #(
  parameter DEPTH =32,
  parameter WIDTH = 8
) (
  input clk,rst,
  input wr_en,
  input wire [WIDTH-1:0] din,
  output full,
  input rd_en,
  output reg [WIDTH-1:0] dout,
  output empty
);
  reg [WIDTH-1:0] fifo [0:DEPTH-1];
  reg [$clog2(DEPTH):0] wr_ptr, rd_ptr;
  always @(posedge clk or posedge rst) begin
    if (rst) begin
      wr_ptr <= 0;
      rd_ptr <= 0;
      dout   <= 0;
    end
    else begin
      if (wr_en && !full) begin
        fifo[ wr_ptr[$clog2(DEPTH)-1:0] ] <= din;
        wr_ptr <= wr_ptr + 1;
      end
      if (rd_en && !empty) begin
        dout   <= fifo[ rd_ptr[$clog2(DEPTH)-1:0] ];
        rd_ptr <= rd_ptr + 1;
      end
    end
  end
  assign empty = (wr_ptr == rd_ptr);
  assign full  = ({ ~wr_ptr[$clog2(DEPTH)], wr_ptr[$clog2(DEPTH)-1:0] } == rd_ptr);
endmodule
```
==> impl_metrics.yaml <==
# implementation run metrics
die:
  die_y_um: 196
  ios: 22
  die-area_um2: 38300
  fp_util: 0.306
  die_x_um: 196
  fp.coreArea_um2: 36800
  rows: 70
clock_network:
  ctsHoldBuffers: 0
  post_cts_buffers: 0
  clockBufferDepth: 3
  path_clk_slew_ps: 60
  cts_inserted_buffers: 28
  htree_levels: 1
  cts_resized: 0
  clkLatencyLatePin_ps: 550
  root_buffer: "clkbuf_16"
  cts_tree: "built"
  clkSinkCount: 276
synthesis:
  synth-seq-area-share: 0.727
  netlist_instances: 747
  ff_type: "edfxtp_1"
  ys_types: 59
  ys_chip_area_um2: 11300
  synth_area_um2: 11300
  edf_count: 256
  async_flop_share: 0.0725
  ys_ff: 276
  yosysWarningCount: 2
  ys_cells: 747
  avgSynthCellArea_um2: 15.1
run:
  cap_violations: 0
  warnings: 33
pwr:
  leakage_uw: 0.00429
  power_density_nw_per_um2: 444
  ir_drop_mv: 0.226
  finalPower_uw: 5790
critical_path:
  cp.required_ps: 4960
  rrSetupSlack_ps: 2130
  reg2reg_depth: 7
  r2r-start: "rd_ptr[2]"
  critPathBufInv: 3
  r2r_end: "dout[5]"
  crit_end: "empty"
  crit_chain: "buf_4, xor2_1, nor3_1, nand3_1, inv_1, clkdlybuf4s50_1"
  path_depth: 6
  cp-startpoint: "rd_ptr[2]"
  end_kind: "output port"
  setup.worst_path.start_class: "register"
  path_max_fanout: 42
  cp.arrival_ps: 2920
  cp_slowest_cell: "dfrtp_2"
  max_stage_delay_ps: 660
  path_class: "register to output port"
  cp_top_family: "buffers and inverters"
global_routing:
  grt_first_pass_wirelength_mm: 52.0
  antenna_found_initial: 0
  track_usage: 0.204
  overflow: 0
  grt_max_degree: 43
  grt_pass1_vias: 7252
placement:
  hpwl_mm: 24.5
  place_area_um2: 12100
  gp_congestion: 1.02
  io_buffers: 21
timing:
  slew_headroom: 0.255
  drv_slew: 0
  fin_skew_ps: 22.6
  setup_viol: 0
  hold_viol: 0
  layout_worst_path_cycle_share: 0.671
  tightest_slew_ps: 1100
  min_period_ps: 4160
  rsz0062_at_grt: "no"
  max_freq_ghz: 0.241
  fin_tns_setup_ps: 0
min_path:
  hp-class: "register to register"
layout:
  drive_above_1_share: 0.132
  syn2layout_area_growth_pct: 15.6
  lay_top_cells: "256 x edfxtp_1, 43 x nand3_1, 42 x nand2_1"
  finalInstanceArea_um2: 13000
  layout_top_cell: "edfxtp_1"
drt:
  vias_per_cell: 5.51
  dr_total_vias: 7032
  ant_nets: 0
  drt_iter0_markers: 740
  wl_mm: 36.4
  drc: 0
  wl_per_cell_um: 28.5
  diodes: 0
  first_pass_iters: 6
run_status:
  status: "finished clean"
routing by layer:
metal / part of all wire / vias to the layer above / GRT usage / routed length [um]
met5: 0.0019 / - / 0.0140 / 69
met4: 0.030 / 2 / 0.0469 / 1080
met3: 0.14 / 69 / 0.124 / 5160
met2: 0.44 / 442 / 0.296 / 16100
met1: 0.39 / 3503 / 0.270 / 14100
li1: - / 3016 / - / -
Yosys cell counts, drive strengths merged, types with 4 or more instances:
cell type | instances | area (um^2)
a21oi | 11 | 55.1
a221oi | 4 | 35.0
a22o | 12 | 105
a22oi | 31 | 233
a31oi | 5 | 31.3
a32o | 7 | 70.1
a32oi | 14 | 123
and2 | 19 | 119
and3 | 10 | 62.6
buf | 25 | 133
clkbuf | 22 | 82.6
dfrtp | 20 | 500
edfxtp | 256 | 7690
ha | 12 | 150
inv | 13 | 48.8
mux2 | 15 | 169
mux2i | 28 | 280
nand2 | 42 | 158
nand3 | 43 | 215
nand4 | 8 | 50.1
nor2 | 35 | 131
nor2b | 8 | 50.1
nor3 | 12 | 60.1
nor4 | 10 | 62.6
o211ai | 4 | 30.0
o21ai | 14 | 70.1
o22ai | 7 | 43.8
o31ai | 6 | 45.0
xnor2 | 4 | 35.0
xor2 | 10 | 87.6
power by group:
part | switching [uW] | internal [uW] | total [uW]
clock | 706 | 908 | 1610
combinational | 1260 | 602 | 1860
sequential | 158 | 2150 | 2310
worst reg2reg max path, delay by kind of cell (launching register included):
family	cells	cell delay, ps
AND-OR/OR-AND	2	600
AND/OR/NAND/NOR	4	2090
buffers and inverters	1	570
flip-flops	1	660
cell families (layout without fill, tap and decap cells):
logic type                 after synthesis  in the layout  share of synthesized area
AOI/OAI and AO/OA                      135            135                     0.0904
xor gates and xnor gates                14             14                     0.0109
adders and majority gates               12             12                     0.0133
buffers and inverters                   60            121                     0.0234
DFF                                    276            276                      0.727
muxes                                   43             43                     0.0399
and+or+nand+nor                        207            207                     0.0955
per-stage QoR:
step / setup WS (ps) / hold slack, ps / std cells / util
floorplan: 3110 / 424 / 747 / -
global placement: 2280 / 465 / 1224 / 0.330
detailed placement: 2250 / 467 / 1224 / 0.330
CTS: 2020 / 480 / 1276 / 0.354
global route: 1850 / 520 / 1276 / 0.354
finish: 2040 / 472 / 1276 / 0.354
cell type report:
class / count / area, um^2
Inverter: 13 / 48.8
Tap cell: 468 / 586
Fill cell: 3458 / 23800
Sequential cell: 276 / 8190
Clock inverter: 17 / 126
Multi-Input combinational cell: 411 / 2850
Clock buffer: 35 / 757
Timing Repair Buffer: 56 / 473
worst min-delay path by stage:
| stage | start | to | slack (ps) | depth (start not counted) |
|---|---|---|---|---|
| CTS | dout[2] | dout[2] | 480 | 2 |
| global route | dout[1] | dout[1] | 520 | 2 |
| finish | dout[2] | dout[2] | 470 | 2 |
registers in the layout, summed over array words and instances (netlist names):
register,flops
rd_ptr,6
wr_ptr,6
fifo,256
dout,8
No activity file was given, so power comes from the tool's default toggle rates.
